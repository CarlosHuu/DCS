### /design/flow/config.mk
export PLATFORM = sky130hd
export DESIGN_NAME = DCSTCO
export DESIGN_NICKNAME = DCSTCO
export VERILOG_FILES = /design/flow/design.v
export SDC_FILE = /design/flow/constraint.sdc
export NUM_CORES = 4
export LEC_CHECK = 1
export CORE_UTILIZATION = 50
export SYNTH_HDL_FRONTEND = slang
### /design/flow/constraint.sdc
current_design DCSTCO

set clk_period 10.2
set clk_io_pct 0.2

create_clock -name clk0 -period $clk_period [get_ports {clk}]

set non_clock_inputs [all_inputs -no_clocks]
set_input_delay [expr $clk_period * $clk_io_pct] -clock clk0 $non_clock_inputs
set_output_delay [expr $clk_period * $clk_io_pct] -clock clk0 [all_outputs]
### /design/flow/design.v
module DCSTCO(
	clk,
	rst_n,
    in_valid,
	target_product,
    out_valid,
	ten,
	five,
	one,
	run_out_ing,
	ready_refri,
	ready_kitch,
	valid_refri,
	valid_kitch,
	product_out,
	number_out
);
input        clk, rst_n ;
input        in_valid ;
input        [11:0] target_product ;
input        ready_refri ;
input        ready_kitch ;
output logic out_valid ;
output logic [3:0] ten ;
output logic five ;
output logic [2:0] one ;
output logic run_out_ing ;
output logic valid_refri ;
output logic valid_kitch ;
output logic product_out ;
output logic [5:0] number_out ; 
parameter S_IDLE  = 2'd0,
          S_SUFFICIENT  = 2'd1,
          S_INSUFFICIENT  = 2'd2,
          S_HANDSHAKE = 2'd3;
logic [6:0] nugget_in_shop_comb, fried_rice_in_shop_comb ;
logic [6:0] apple_in_shop_comb , peach_in_shop_comb ;
logic in_check, in_check_before;
logic [11:0] data_target, data_target_before;
logic [6:0] sum, sum_mod10;
logic [3:0] ten_now ;
logic five_now ;
logic [2:0] one_now ;
logic s1, s2, s3, s4;
logic s1_comb, s2_comb, s3_comb, s4_comb;
logic in_suff, in_insuff;
logic in_suff_before, in_insuff_before;
logic v_kitch1, v_kitch0, v_refri1, v_refri0;
logic v_kitch1_comb, v_kitch0_comb, v_refri1_comb, v_refri0_comb;
logic [11:0] data, data_comb;
logic run_out_ing_comb;
logic [6:0] nugget_in_shop, fried_rice_in_shop ;
logic [6:0] apple_in_shop , peach_in_shop ;
logic [1:0] cur_state, next_state;
always_ff @(posedge clk or negedge rst_n) begin
	if(!rst_n) begin
		nugget_in_shop <= 0;
		fried_rice_in_shop <= 0;
		apple_in_shop <= 0;
		peach_in_shop <= 0;
	end else begin
		nugget_in_shop <= nugget_in_shop_comb;
		fried_rice_in_shop <= fried_rice_in_shop_comb;
		apple_in_shop <= apple_in_shop_comb;
		peach_in_shop <= peach_in_shop_comb;
	end
end 
always_comb begin
	case(cur_state)
		S_INSUFFICIENT: begin
			nugget_in_shop_comb = nugget_in_shop;
			fried_rice_in_shop_comb = fried_rice_in_shop;
			apple_in_shop_comb = apple_in_shop;
			peach_in_shop_comb = peach_in_shop;
			if (s1) begin
				if(ready_kitch && v_kitch1) nugget_in_shop_comb = 50;
			end
			else if (s3) begin
				if(ready_refri && v_refri1) apple_in_shop_comb = 50;
			end
			else if (s2) begin
				if(ready_kitch && v_kitch0) fried_rice_in_shop_comb = 50;
			end
			else if (s4) begin
				if(ready_refri && v_refri0) peach_in_shop_comb = 50;
			end
		end
		S_HANDSHAKE: begin
			nugget_in_shop_comb = nugget_in_shop;
			fried_rice_in_shop_comb = fried_rice_in_shop;
			apple_in_shop_comb = apple_in_shop;
			peach_in_shop_comb = peach_in_shop;
			if (in_suff && out_valid) begin
				nugget_in_shop_comb = nugget_in_shop - data_target[11:9];
				fried_rice_in_shop_comb = fried_rice_in_shop - data_target[8:6];
				apple_in_shop_comb = apple_in_shop - data_target[5:3];
				peach_in_shop_comb = peach_in_shop - data_target[2:0];
			end
		end
		default: begin
			nugget_in_shop_comb = nugget_in_shop;
			fried_rice_in_shop_comb = fried_rice_in_shop;
			apple_in_shop_comb = apple_in_shop;
			peach_in_shop_comb = peach_in_shop;
		end
	endcase
end
always_ff @(posedge clk or negedge rst_n) begin
	if(!rst_n) begin
		cur_state <= S_IDLE;
	end
	else begin
		cur_state <= next_state;
	end
end
always_ff @(posedge clk or negedge rst_n) begin
	if(!rst_n) begin
		in_check_before <= 0;
		data_target_before <= 0;
	end
	else begin
		in_check_before <= in_check;
		data_target_before <= data_target;
	end
end
always_comb begin
	in_check = (in_valid) ? 1 : in_check_before;
	data_target = (in_valid) ? target_product : data_target_before;
	case(cur_state) 
		S_IDLE: begin
			if(in_check) begin
				if(in_suff) next_state = S_SUFFICIENT;
				else 		next_state = S_INSUFFICIENT;
				in_check = 0;
			end
			else
				next_state = cur_state;
		end
		S_SUFFICIENT: begin
			next_state = S_HANDSHAKE;
		end
		S_INSUFFICIENT: begin
			if(!s1_comb && !s2_comb && !s3_comb && !s4_comb) begin  
				next_state = S_HANDSHAKE;
				in_check = 0;
			end
			else
				next_state = cur_state;
		end
		S_HANDSHAKE: begin
			next_state = S_IDLE;
		end
	endcase
end
always_ff @(posedge clk or negedge rst_n) begin
	if(!rst_n) begin
		in_suff_before <= 0;
	end else begin
		in_suff_before <= in_suff;
	end
end 
always_comb begin
	in_suff   = (in_valid) ? ((target_product[11:9] <= nugget_in_shop) && (target_product[8:6] <= fried_rice_in_shop) && (target_product[5:3] <= apple_in_shop) && (target_product[2:0] <= peach_in_shop)) : in_suff_before;
end
always_ff @(posedge clk or negedge rst_n) begin
	if(!rst_n) begin
		ten <= 0;
		five <= 0;
		one <= 0;
	end else begin
		ten <= ten_now;
		five <= five_now;
		one <= one_now;
	end
end 
always_ff @(posedge clk or negedge rst_n) begin
	if(!rst_n) begin
		data <= 0;
	end else begin
		data <= data_comb;
	end
end 
always_comb begin
	data_comb = (in_valid) ? target_product : data;
	ten_now = 0;
	five_now = 0;
	one_now = 0;
	if(cur_state == S_SUFFICIENT) begin
		sum = (data[11:9] + data[5:3] + (data[8:6] + data[2:0]) * 2) * 2 + data[11:9] + data[8:6];
		ten_now = sum / 10;
		sum_mod10 = sum % 10;
		five_now = (sum_mod10 >= 5) ? 1 : 0;
		one_now = (five_now) ? (sum_mod10 - 5) : sum_mod10;
	end
end
always_comb begin
	if(cur_state == S_HANDSHAKE) begin
		out_valid = 1;
	end 
	else begin
		out_valid = 0;
	end
end
always_ff @(posedge clk or negedge rst_n) begin
	if(!rst_n) begin
		s1 <= 0;
		s2 <= 0;
		s3 <= 0;
		s4 <= 0;
	end
	else begin
		s1 <= s1_comb;
		s2 <= s2_comb;
		s3 <= s3_comb;
		s4 <= s4_comb;
	end
end
always_comb begin
	case(cur_state)
		S_IDLE: begin
			if (in_valid) begin
				s1_comb = (target_product[11:9] > nugget_in_shop) ? 1 : s1;
				s2_comb = (target_product[8:6] > fried_rice_in_shop) ? 1 : s2;
				s3_comb = (target_product[5:3] > apple_in_shop) ? 1 : s3;
				s4_comb = (target_product[2:0] > peach_in_shop) ? 1 : s4;
			end
			else begin
				s1_comb = 0;
				s2_comb = 0;
				s3_comb = 0;
				s4_comb = 0;
			end
		end
		S_INSUFFICIENT: begin
			s1_comb = s1;
			s2_comb = s2;
			s3_comb = s3;
			s4_comb = s4;
			if (s1) begin
				if(ready_kitch && v_kitch1) s1_comb = 0;
			end
			else if (s3) begin
				if(ready_refri && v_refri1) s3_comb = 0;
			end
			else if (s2) begin
				if(ready_kitch && v_kitch0) s2_comb = 0;
			end
			else if (s4) begin
				if(ready_refri && v_refri0) s4_comb = 0;
			end
		end
		default: begin
			s1_comb = 0;
			s2_comb = 0;
			s3_comb = 0;
			s4_comb = 0;
		end
	endcase
end
always_comb begin
	v_kitch1 = 0;
	v_kitch0 = 0;
	v_refri1 = 0;
	v_refri0 = 0;
	if (s1) begin 
		v_kitch1 = 1;
	end
	else if (s3) begin
		v_refri1 = 1;
	end
	else if (s2) begin
		v_kitch0 = 1;
	end
	else if (s4) begin
		v_refri0 = 1;
	end
end
assign valid_kitch = (v_kitch1 || v_kitch0);
assign valid_refri = (v_refri1 || v_refri0);
always_comb begin
	product_out = 0;
	if (s1) begin
		product_out = 1;
	end
	else if (s3) begin
		product_out = 1;
	end
	else if (s2) begin
		product_out = 0;
	end
	else if (s4) begin
		product_out = 0;
	end
end
always_comb begin
	number_out = 0;
	if (s1) begin
		number_out = 50 - nugget_in_shop;
	end
	else if (s3) begin
		number_out = 50 - apple_in_shop;
	end
	else if (s2) begin
		number_out = 50 - fried_rice_in_shop;
	end
	else if (s4) begin
		number_out = 50 - peach_in_shop;
	end
end
always_ff @(posedge clk or negedge rst_n) begin
	if(!rst_n) begin
		run_out_ing <= 0;
	end
	else begin
		run_out_ing <= run_out_ing_comb;
	end
end
always_comb begin
	if((next_state == S_HANDSHAKE) && (cur_state == S_INSUFFICIENT)) begin
		run_out_ing_comb = 1;
	end
	else begin
		run_out_ing_comb = 0;
	end
end
endmodule
### /design/flow/run.sh
#!/bin/bash
# OpenROAD 26Q1-2900-gdf79404cd8, Yosys 0.63+post, stock flow scripts
make -C /OpenROAD-flow-scripts/flow DESIGN_CONFIG=/design/flow/config.mk WORK_HOME=/design/flow/orfs finish
==> reports/metrics.cfg <==
[outcome]
outcome = complete, no violations

[job]
warning_count = 25
drv_cap = 0

[layout]
fill_cells = 936
drive_gt1_share_pct = 6.54
layout_top_cell = dfrtp_1
area_growth_pct = 13.6
lay_top_cells = dfrtp_1 (70), inv_1 (69), nand2_1 (51), a21oi_1 (44), o21ai_0 (43)
fin_area_um2 = 6470

[timing]
period_needed_ps = 6770
fin_tns_setup_ps = 0
slew_headroom_pct = 44.0
final.period_utilization_pct = 66.3
rsz0062_at_grt = no
tightest_slew_ps = 840
hold_viol = 0
fmax_ghz = 0.148
fin_skew_ps = 8.94
setup_slack_ps = 3430
setup_viol = 0
slew_violations = 0

[die]
rows = 38
boundaryPins = 36
core_area_um2 = 11000
die_height_um = 109
chip_area_um2 = 11800
initCoreUtil_pct = 51.9
die_x_um = 109

[setup_path]
crit_type = reg -> reg
cp_max_fo = 13
worstReg2RegStart = data[6]
required_ps = 10420
cp-end-kind = register
rr_worst_depth = 18
cp-start-kind = register
rrSetupSlack_ps = 3430
reg2reg_to = five
arrival_ps = 6980

[synthesis]
netlist_instances = 662
ys_cells = 662
synth.top_cell.area_share_pct = 30.7
synth_cell_type_count = 78
yosysTopAreaCell = dfrtp_1
syn_avg_cell_area_um2 = 8.61
ys.flops = 71
area_leaders = dfrtp_1 (31%), ha_1 (8.8%), inv_1 (4.5%)
synth_area_um2 = 5700
ys_area_um2 = 5700
postSynthSeqShare_pct = 31.2
synthArstFlopShare_pct = 100
ys.flop_type = dfrtp_1
yosysWarnings = 0
edf_count = 0

[clock_tree]
htree_levels = 3
cts_setup_buffers = 0
cts_resized = 0
cts_tree = built
cts_root_buffer = clkbuf_16
hold_buffers = 0
clk_latency_ps = 340
numCtsBuffers = 9
ctsLongestPathBuffers = 2
path_clk_slew_ps = 50
cts.sinks = 71

[power]
p_sw_mw = 1.05
p_leak_nw = 2.87
seqPwrFrac_pct = 19.6
p_clk_share_pct = 16.5
power_frac_comb_pct = 64.0
power_mw = 2.23
peakVddDrop_v = 0.000348
internal-power_mw = 1.18
swShare_pct = 47.0
pwr_density_cell_nw_per_um2 = 345

[global_route]
antenna_found_initial = 0
grt_pass1_wl_um = 22800
overflow = 0
grt_usage_pct = 25.5
grt_pass1_vias = 4738
grt_max_degree = 44

[hold_path]
holdCritPathClass = reg -> reg
holdPathEnd = data[0]
whs_path_depth = 2
hp-start = data[0]

[place]
dp_slack_ps = 3510
io_buffers = 35
dp_hpwl_um = 9950
gp_congestion = 0.948
placed_area_um2 = 6130

[detailed_routing]
drc = 0
drt_iter0_markers = 344
routed_wl_um = 13500
drt_first_pass_iters = 4
wl_per_cell_um = 16.3
via_count = 4851
antenna_cells = 0
ant_nets = 0
avgViaCountPerCell = 5.86

-- sequential cells by signal, summed over array words and instances, names as in the netlist --
register            flops
five                    1
s3                      1
peach_in_shop           7
fried_rice_in_shop      7
apple_in_shop           7
ten                     4
in_check_before         1
data_target_before     12
run_out_ing             1
data                   12
one                     3
s2                      1
nugget_in_shop          7
s1                      1
cur_state               4
in_suff_before          1
s4                      1
-- Yosys cell counts (all sizes together) (3+ instances only) --
| library cell | number |
|---|---|
| o31a | 3 |
| nand2b | 14 |
| buf | 9 |
| a221o | 3 |
| a221oi | 5 |
| xnor2 | 20 |
| or4 | 4 |
| inv | 69 |
| nand3 | 24 |
| o21a | 14 |
| a31oi | 10 |
| nor2 | 41 |
| a311oi | 6 |
| a22o | 5 |
| o21ai | 47 |
| a21o | 17 |
| xor2 | 16 |
| nor4 | 7 |
| fa | 11 |
| nor3 | 28 |
| nor2b | 9 |
| mux2i | 5 |
| and2 | 3 |
| ha | 40 |
| nand2 | 51 |
| nand3b | 10 |
| a211oi | 8 |
| dfrtp | 70 |
| and3 | 4 |
| nand4 | 3 |
| o22ai | 7 |
| clkbuf | 22 |
| a21oi | 45 |
-- cell type report --
cell class	count	area (µm²)	area share (%)
Multi-Input combinational cell	491	3520	54.4
Timing Repair Buffer	41	390	6.03
Sequential cell	71	1780	27.5
Clock buffer	10	239	3.69
Tap cell	140	175	2.71
Inverter	69	259	4.00
Clock inverter	6	108	1.66
-- power groups by stage --
stage,registers [mW],logic [mW],clock network (mW)
CTS,0.437,1.42,0.375
global route,0.449,1.59,0.389
finish,0.437,1.43,0.368
-- layer usage --
metal	vias to the layer above	track usage (%)	routed length (µm)	part of all wire, %
met5	-	0	0	0
met4	0	5.02	278	2.1
met3	25	3.41	485	3.6
met2	123	41.6	6520	48
met1	2296	37.8	6180	46
li1	2407	-	-	-
-- logic make-up after synthesis --
logic type	after synthesis	synth area share, %
DFF	71	31.2
adders and majority gates	52	12.8
AOI/OAI and AO/OA	190	22.6
buffers and inverters	100	6.98
muxes	7	1.34
xor gates and xnor gates	36	5.99
and+or+nand+nor	206	19.1
-- worst max path at each step --
stage | from | end | cells past startpoint
finish | data[6] | five | 18
CTS | data[6] | five | 18
global route | data[6] | one[0] | 18
-- stage by stage --
stage / util, % / hold slack, ps / std cells
after floorplan: - / 480 / 662
after global placement: 55.8 / 507 / 812
after detailed placement: 55.8 / 523 / 812
after CTS: 58.9 / 540 / 828
after global routing: 58.9 / 568 / 828
final: 58.9 / 534 / 828
-- critical path, stage by stage, from the launching register on --
cell and delay [ps]:
dfrtp_1 410, ha_1 220, fa_1 500, fa_1 460
fa_1 490, ha_1 550, and3_1 370, o21ai_2 130
o31a_1 310, ha_1 310, a221o_1 380, a211oi_2 730
mux2_4 380, or3_1 340, and3_1 220, and2_4 150
maj3_2 310, nor2b_1 130, o31a_1 250
Power figures rest on the tool's default switching activity, not on a simulated workload.
