[design/flow/design.v]
module LP(
	clk,
	rst_n,
	in_valid,
    in_a1,
	in_a2,
	in_b,
    out_valid,
    out_max_value
);
input clk, rst_n, in_valid;
input signed [5:0] in_a1,in_a2;
input signed [11:0] in_b;
output logic out_valid;
output logic signed [11:0] out_max_value;
parameter S_IDLE = 3'b000,
          S_GetValue = 3'b001,
          S_Compute = 3'b010,
          S_OUT = 3'b011;
logic [2:0] cur_state, next_state;
logic signed [5:0] target_x1, target_x2;
logic [11:0] b_ignored;
logic signed[5:0] x1 [5:0];
logic signed[5:0] x2 [5:0];
logic signed[11:0] b [5:0];
logic signed[11:0] min_x1, min_x2;
logic signed[11:0] min_x1_reg, min_x2_reg;
logic signed[11:0] max_x1, max_x2;
logic signed[11:0] max_x1_reg, max_x2_reg;
logic signed [4:0] x1_cnt, x2_cnt, x1_cntnxt, x2_cntnxt, com_cnt, com_cntnxt;
logic signed [11:0] out_max, out_max_reg;
always_ff @ (posedge clk, negedge rst_n)begin
    if(!rst_n)begin
        target_x1 <= 0;
        x1[0] <= 0;
        x1[1] <= 0;
        x1[2] <= 0;
        x1[3] <= 0;
        x1[4] <= 0;
        x1[5] <= 0;
    end
    else if(in_valid) begin
        target_x1 <= x1[0];
        x1[0] <= x1[1];
        x1[1] <= x1[2];
        x1[2] <= x1[3];
        x1[3] <= x1[4];
        x1[4] <= x1[5];
        x1[5] <= in_a1;
    end
    else begin
        target_x1 <= target_x1 ;
        x1[0] <= x1[0];
        x1[1] <= x1[1];
        x1[2] <= x1[2];
        x1[3] <= x1[3];
        x1[4] <= x1[4];
        x1[5] <= x1[5];
    end
end
always_ff @ (posedge clk, negedge rst_n)begin
    if(!rst_n)begin
        target_x2 <= 0;
        x2[0] <= 0;
        x2[1] <= 0;
        x2[2] <= 0;
        x2[3] <= 0;
        x2[4] <= 0;
        x2[5] <= 0;
    end
    else if(in_valid) begin
        target_x2 <= x2[0];
        x2[0] <= x2[1];
        x2[1] <= x2[2];
        x2[2] <= x2[3];
        x2[3] <= x2[4];
        x2[4] <= x2[5];
        x2[5] <= in_a2;
    end
    else begin
        target_x2 <= target_x2;
        x2[0] <= x2[0];
        x2[1] <= x2[1];
        x2[2] <= x2[2];
        x2[3] <= x2[3];
        x2[4] <= x2[4];
        x2[5] <= x2[5];
    end
end
always_ff @ (posedge clk, negedge rst_n)begin
    if(!rst_n)begin
        b_ignored <= 0;
        b[0] <= 0;
        b[1] <= 0;
        b[2] <= 0;
        b[3] <= 0;
        b[4] <= 0;
        b[5] <= 0;
    end
    else if(in_valid) begin
        b_ignored <= b[0];
        b[0] <= b[1];
        b[1] <= b[2];
        b[2] <= b[3];
        b[3] <= b[4];
        b[4] <= b[5];
        b[5] <= in_b;
    end
    else begin
        b_ignored <= b_ignored;
        b[0] <= b[0];
        b[1] <= b[1];
        b[2] <= b[2];
        b[3] <= b[3];
        b[4] <= b[4];
        b[5] <= b[5];
    end
end
always_ff @ (posedge clk, negedge rst_n)begin
    if(!rst_n) begin
        cur_state <= S_IDLE;
        min_x1 <= -31;
        min_x2 <= -31;
        max_x1 <= 31;
        max_x2 <= 31;
        out_max <= 0;
    end
    else begin
        cur_state <= next_state;
        min_x1 <= min_x1_reg;
        min_x2 <= min_x2_reg;
        max_x1 <= max_x1_reg;
        max_x2 <= max_x2_reg;
        out_max <= out_max_reg;
    end
end
always_comb begin
    out_valid = 0;
    out_max_value = 0;
    next_state = S_IDLE;
    case(cur_state)
    S_IDLE : begin
        if(in_valid) next_state = S_GetValue;
        else next_state = cur_state;
    end
    S_GetValue : begin
        if(!in_valid) next_state = S_Compute;
        else next_state = cur_state;
    end
    S_Compute : begin
        if(x2_cnt == 5'b01111 && x1_cnt == 5'b01111)
            next_state = S_OUT;
        else
            next_state = cur_state;
    end
    S_OUT : begin
        out_valid = 1;
        out_max_value = out_max;
        next_state = S_IDLE;
    end
    endcase
end
always_ff @ (posedge clk)begin
    if (cur_state == S_Compute) begin
        x1_cnt <= x1_cntnxt;
        x2_cnt <= x2_cntnxt;
    end
    else begin
        x1_cnt <= 0;
        x2_cnt <= 0;
    end
end
always_comb begin
    if (cur_state == S_Compute) begin
        if(x1_cnt < 15) x1_cntnxt = x1_cnt + 1; else x1_cntnxt = 0; 
        if(x1_cnt == 15) x2_cntnxt = x2_cnt + 1; else x2_cntnxt = x2_cnt; 
    end
    else begin
        x1_cntnxt = 0;
        x2_cntnxt = 0;
    end
end
always_ff @ (posedge clk)begin
    if (cur_state == S_GetValue) begin
        com_cnt <= com_cntnxt;
    end
    else begin
        com_cnt <= 0;
    end
end
always_comb begin
    if (cur_state == S_GetValue) begin
        com_cntnxt = com_cnt + 1;; 
    end
    else begin
        com_cntnxt = 0;
    end
end
always_comb begin
    if(cur_state == S_IDLE) begin
        out_max_reg = -2047;
        min_x1_reg = -31;
        min_x2_reg = -31;
        max_x1_reg = 31;
        max_x2_reg = 31;
    end
    else if ( cur_state == S_GetValue) begin
        out_max_reg = out_max;
        if (com_cnt == 0) begin
            min_x1_reg = min_x1;
            min_x2_reg = min_x2;
            max_x1_reg = max_x1;
            max_x2_reg = max_x2;
        end
        else begin
            if (x1[5] == -1 && x2[5] == 6'b000000) begin
                if ( b[5]/x1[5] > min_x1) begin
                    min_x1_reg = b[5]/x1[5];
                end
                else begin
                    min_x1_reg = min_x1;
                end
            end
            else min_x1_reg = min_x1;
            if (x2[5] == -1 && x1[5] == 6'b000000) begin
                if ( b[5]/x2[5] > min_x2) begin
                    min_x2_reg = b[5]/x2[5];
                end
                else begin
                    min_x2_reg = min_x2;
                end
            end
            else min_x2_reg = min_x2;
            if (x1[5] == 1 && x2[5] == 6'b000000) begin
                if ( b[5]/x1[5] < max_x1) begin
                    max_x1_reg = b[5]/x1[5];
                end
                else begin
                    max_x1_reg = max_x1;
                end
            end
            else max_x1_reg = max_x1;
            if (x2[5] == 1 && x1[5] == 6'b000000) begin
                if ( b[5]/x2[5] < max_x2) begin
                    max_x2_reg = b[5]/x2[5];
                end
                else begin
                    max_x2_reg = max_x2;
                end
            end
            else max_x2_reg = max_x2;
        end
    end
    else if (cur_state == S_Compute)begin
        min_x1_reg = min_x1;
        min_x2_reg = min_x2;
        max_x1_reg = max_x1;
        max_x2_reg = max_x2;
        if( 
            (x1[0]*(min_x1 + x1_cnt) + x2[0]*(min_x2 + x2_cnt))<= b[0] &&
            (x1[1]*(min_x1 + x1_cnt) + x2[1]*(min_x2 + x2_cnt))<= b[1] && 
            (x1[2]*(min_x1 + x1_cnt) + x2[2]*(min_x2 + x2_cnt))<= b[2] && 
            (x1[3]*(min_x1 + x1_cnt) + x2[3]*(min_x2 + x2_cnt))<= b[3] && 
            (x1[4]*(min_x1 + x1_cnt) + x2[4]*(min_x2 + x2_cnt))<= b[4] && 
            (x1[5]*(min_x1 + x1_cnt) + x2[5]*(min_x2 + x2_cnt))<= b[5] &&
            (min_x1 + x1_cnt) <= max_x1 && (min_x2 + x2_cnt) <= max_x2)begin
            if((target_x1*(min_x1 + x1_cnt) + target_x2*(min_x2 + x2_cnt)) > out_max)
                out_max_reg =target_x1*(min_x1 + x1_cnt) + target_x2*(min_x2 + x2_cnt);
            else out_max_reg = out_max;
        end
        else out_max_reg = out_max;
    end
    else begin
        out_max_reg = out_max;
        min_x1_reg = min_x1;
        min_x2_reg = min_x2;
        max_x1_reg = max_x1;
        max_x2_reg = max_x2;
    end
end
endmodule
[design/flow/run.sh]
#!/bin/bash
# OpenROAD 26Q1-2900-gdf79404cd8, Yosys 0.63+post, stock flow scripts
make -C /OpenROAD-flow-scripts/flow DESIGN_CONFIG=/design/flow/config.mk WORK_HOME=/design/flow/orfs finish
[design/flow/config.mk]
export PLATFORM = sky130hd
export DESIGN_NAME = LP
export DESIGN_NICKNAME = LP
export VERILOG_FILES = /design/flow/design.v
export SDC_FILE = /design/flow/constraint.sdc
export NUM_CORES = 4
export LEC_CHECK = 1
export CORE_UTILIZATION = 30
[design/flow/constraint.sdc]
current_design LP

set clk_period 31.6
set clk_io_pct 0.2

create_clock -name clk0 -period $clk_period [get_ports {clk}]

set non_clock_inputs [all_inputs -no_clocks]
set_input_delay [expr $clk_period * $clk_io_pct] -clock clk0 $non_clock_inputs
set_output_delay [expr $clk_period * $clk_io_pct] -clock clk0 [all_outputs]
==> summary.txt <==
Implementation results are summarized by area below.

Layout
The final design instance area without fill is 48200 um2. The logic area is approximately 35000 um2. The number of filler instances in the final layout is approximately 15k. The library cells used most frequently in the layout, excluding fill and tap cells, are 698 x sky130_fd_sc_hd__inv_1, 637 x sky130_fd_sc_hd__ha_1, 628 x sky130_fd_sc_hd__nand2_1, 518 x sky130_fd_sc_hd__fa_1, 350 x sky130_fd_sc_hd__and2_1. Leaving out fill and tap cells, the most frequent cell in the layout is sky130_fd_sc_hd__inv_1.

Of the cells placed in the final design, the portion with a size suffix greater than 1 is 0.0693. The register with the most flip-flops in the final layout is b. The register with the most flip-flops in the layout has between 70 and 80 of them.

The sequential cells in the finished layout cover a total of 5840 um2. The flow measured a signed area growth from synthesis to layout of 8.90%. The registers reported with the highest flop counts are b: 72 flops, x1: 36 flops, x2: 36 flops.

Global route
The first-pass GRT wire length is 204 mm. Entering global routing, the biggest net connects between 150 and 200 pins. The combined global-route utilization of all metal layers is 0.185.

The total congestion overflow after global routing is 0. The number of antenna violations at the first check in global routing is 5. The via count of the first global-routing pass is about 35k.

Critical path
Among the stages of the critical path, the cell type that occurs most often is sky130_fd_sc_hd__o21a_1. The required time at the endpoint of the critical path is 32100 ps. The critical path arrival is 26060 ps. The delay of the slowest critical-path stage is 710 ps. By startpoint and endpoint, the worst setup path is classified as reg -> reg. The type of element capturing the critical path is a register. The maximum net fanout on the critical path is 19. The standard cell with the maximum stage delay on the critical path is sky130_fd_sc_hd__a2111oi_0. The worst setup path is launched from a register.

Floorplan
The width of the chip is 386 um. The standard-cell row count is 140. The area of the placeable core is 146000 um2. The boundary pin count is 40. For this configuration, the core starts out at a cell density of 0.303. The die footprint is 149000 um2. The die is 386 um tall.

Flow run
The number of OpenROAD warnings is 36. The number of max-cap violations is 0.

STA
The final number of max-transition violations is 0. Setup repair after global routing left no endpoint under its margin. The transition time recorded at the tightest slew-check pin is 1030 ps. The number of setup violations in the final report is 0. Of the available clock period, the critical path in the final layout requires 0.809. The worst setup slack after layout is 6030 ps. Between clock sinks in the finished design, the worst skew comes to 22.5 ps.

The final timing report lists a hold violation count of 0. The achievable clock frequency is 0.0391 GHz. The final timing report derives a shortest allowable period of 25570 ps.

Setup total negative slack on the finished layout was measured at 0 ps. The relative max-transition margin is 0.309.

Clock network
Looking at the clock tree report, the root buffer type is sky130_fd_sc_hd__clkbuf_16. The CTS tree is built. The clock-pin slew of the registers on the worst-case setup and hold paths is about 60 ps. The post-CTS resize count is 0.

Buffers inserted during clock tree synthesis total 31. The H-tree depth reported by CTS is 1. The CTS sink count is about 240. The clock passes through at most 3 buffers. Once the clock tree was built, the setup fixing pass inserted 0 buffers. The total of hold buffers inserted after clock tree synthesis is 0. The later pin in the worst-skew pair is clocked with a latency of between 600 and 700 ps.

Synth
Measured against the total synthesized area, the mux share comes to 0.0357. The chip area estimate from yosys synthesis is 44200 um2. The synthesized-area fraction occupied by ao, oa, aoi and oai cells is 0.111. In this run the cell area of the synthesized design comes to 44200 um2. Per the synthesis report, the adder-cell share of the synthesized area is 0.415.

For this run, the register share of the synthesized area comes to 0.132. The yosys cell count is 4992. The distinct cell type count of the synthesized netlist is 99. The number of warning messages in the yosys log is 4.

The share of flip-flops with an asynchronous set or reset after synthesis is 0.936. The cell-mix breakdown from Yosys lists the XOR/XNOR area share as 0.0604. In this run, synthesis inferred 0 flip-flops with an integrated enable. The main combinational cell family by area after synthesis is adder cells. In the synthesized netlist, the number of instances is ~5k. The most used flip-flop cell after synthesis is sky130_fd_sc_hd__dfrtp_1. The count of state elements after synthesis is ~240. The average footprint of a synthesized cell is 8.86 um2.

The fraction of the mapped netlist area in simple logic gates is 0.167.

Outcome
The flow ran to the end, and the final reports show no timing, DRC or antenna violations.

Routing
The detailed router finished its first iteration with 1850 violations. The final layout contains routed wiring with a total length of 129 mm. The average vias per placed instance is 4.91.

The iteration count of the initial detailed-routing pass is 7. After detailed routing, the average wire length per cell comes to between 15 and 20 um. The DRC violations left is 0. The total number of vias is 34.0k. Once detail routing completed, the nets flagged for antenna violations numbered 0.

Placed design
The port buffer count is 39. The final weighted congestion in routability-driven placement is 0.942. At the placement stage, the worst setup path has a slack of 6280 ps.

The HPWL after detailed placement is 96.9 mm. The placed standard-cell area is 47100 um2.

Hold path
The class of the tightest hold or removal check is reg -> reg.

[per-layer routing]
layer,GRT usage,share of wire,vias to the layer above
met1,0.255,0.44,16500
li1,-,-,16300
met4,0.0387,0.026,8
met3,0.0676,0.093,172
met2,0.282,0.44,1009
met5,0.00162,0.00037,-
[cell usage after synthesis (all sizes together) (10+ instances only)]
cell type | number | area (um2)
a2111oi | 13 | 133
a211oi | 28 | 210
a21boi | 16 | 120
a21o | 68 | 510
a21oi | 136 | 681
a31o | 10 | 87.6
a31oi | 28 | 175
and2 | 352 | 2210
and3 | 15 | 98.8
buf | 31 | 148
clkbuf | 180 | 677
dfrtp | 193 | 4830
dfstp | 27 | 709
dfxtp | 15 | 300
fa | 520 | 10400
ha | 637 | 7970
inv | 700 | 2630
mux2 | 114 | 1300
mux2i | 28 | 280
nand2 | 628 | 2360
nand2b | 30 | 190
nand3 | 38 | 195
nand4 | 37 | 231
nor2 | 192 | 721
nor2b | 42 | 263
nor3 | 95 | 492
nor4 | 11 | 114
o2111ai | 16 | 140
o211ai | 19 | 148
o21a | 83 | 623
o21ai | 181 | 917
o21bai | 15 | 113
o31a | 10 | 87.6
o31ai | 27 | 223
or2 | 14 | 87.6
or3 | 26 | 163
xnor2 | 245 | 2150
xor2 | 52 | 455
[critical path: cells and delay by family, from the launching register on]
family	cells	cell delay, ps
adder cells (fa/ha/maj)	14	4340
AND/OR/NAND/NOR	20	4190
multiplexers	4	1580
buffers and inverters	6	1580
flip-flops	1	620
XOR/XNOR	1	400
AND-OR/OR-AND	53	12740
[metrics by stage]
stage	utilization	hold slack [ps]	std cells
final	0.330	457	6922
after floorplan	-	430	5033
after detailed placement	0.323	450	6865
after global placement	0.323	445	6865
after CTS	0.330	463	6921
after global routing	0.330	479	6921
[cells by family after synthesis]
logic type | after synthesis
buf+inv | 917
xor+xnor | 300
compound gates | 730
flops | 235
fa+ha+maj | 1157
simple gates | 1510
other cells | 1
mux | 142
[layout make-up]
type / instances / share of cell area
multi-input cells: 3881 / 0.730
flip-flops and latches: 235 / 0.121
well taps: 1917 / 0.0498
diodes: 1 / 0.0000519
repair buffers: 126 / 0.0221
clock inverters: 13 / 0.00325
clock buffers: 43 / 0.0185
inverters: 706 / 0.0550
[final timing paths]
kind / slack, ps / endpoint / cells after the start / from
max in group asynchronous: 24060 / out_max[7] / 3 / rst_n
worst min register to register: 460 / com_cnt[0] / 1 / com_cnt[0]
worst max-delay path: 6030 / max_x1[8] / 98 / x1[5][0]
min in group asynchronous: 5670 / x1[4][5] / 1 / rst_n
worst max register to register: 6030 / max_x1[8] / 98 / x1[5][0]
worst min-delay path: 460 / com_cnt[0] / 1 / com_cnt[0]
