==> ./design.v <==
module P_MUL(
	in_1,
	in_2,
	in_3,
	in_4,
	in_valid,
	rst_n,
	clk,
    out_valid,
	out
);
input [47:0] in_1, in_2;
input [47:0] in_3, in_4;
input in_valid, rst_n, clk;
output logic out_valid;
output logic [95:0] out;
logic in_valid_1, in_valid_2, in_valid_3;
logic [47:0] in_1_reg, in_2_reg, in_1_comb, in_2_comb;
logic [47:0] in_3_reg, in_4_reg, in_3_comb, in_4_comb;
logic [47:0] max_1v2, max_3v4, max_1v2_reg, max_3v4_reg;
logic [31:0] outcome1, outcome1_comb;	 
logic [31:0] outcome2, outcome2_comb;	 
logic [31:0] outcome3, outcome3_comb;	 
logic [31:0] outcome4, outcome4_comb;	 
logic [31:0] outcome5, outcome5_comb;	 
logic [31:0] outcome6, outcome6_comb;	 
logic [31:0] outcome7, outcome7_comb;	 
logic [31:0] outcome8, outcome8_comb;	 
logic [31:0] outcome9, outcome9_comb;	 
logic out_valid_comb;
logic [95:0] shift1, shift2, shift3, shift4, shift5, shift6, shift7, shift8, shift9;
logic [95:0] out_comb;
assign in_1_comb = in_valid ? in_1 : 0;
assign in_2_comb = in_valid ? in_2 : 0;
assign in_3_comb = in_valid ? in_3 : 0;
assign in_4_comb = in_valid ? in_4 : 0;
always_ff @(posedge clk or negedge rst_n) begin
	if (!rst_n) begin
		in_valid_1 <= 0;
		in_1_reg <= 0;
		in_2_reg <= 0;
		in_3_reg <= 0;
		in_4_reg <= 0;
	end
	else begin
		in_valid_1 <= in_valid;
		in_1_reg <= in_1_comb;
		in_2_reg <= in_2_comb;
		in_3_reg <= in_3_comb;
		in_4_reg <= in_4_comb;
	end
end
always_comb begin
	if(in_1_reg>=in_2_reg) max_1v2 = in_1_reg;
	else max_1v2 = in_2_reg;
end
always_comb begin
	if(in_3_reg>=in_4_reg) max_3v4 = in_3_reg;
	else max_3v4 = in_4_reg;
end
always_ff @(posedge clk or negedge rst_n) begin
	if (!rst_n) begin
		in_valid_2 <= 0;
		max_1v2_reg <= 0;
		max_3v4_reg <= 0;
	end
	else begin
		in_valid_2 <= in_valid_1;
		max_1v2_reg <= max_1v2;
		max_3v4_reg <= max_3v4;
	end
end
always_comb begin
	if (in_valid_2) begin
		outcome1_comb = max_1v2_reg[47:32]*max_3v4_reg[47:32];
		outcome2_comb = max_1v2_reg[47:32]*max_3v4_reg[31:16];
		outcome3_comb = max_1v2_reg[47:32]*max_3v4_reg[15:0];
		outcome4_comb = max_1v2_reg[31:16]*max_3v4_reg[47:32];
		outcome5_comb = max_1v2_reg[31:16]*max_3v4_reg[31:16];
		outcome6_comb = max_1v2_reg[31:16]*max_3v4_reg[15:0];
		outcome7_comb = max_1v2_reg[15:0]*max_3v4_reg[47:32];
		outcome8_comb = max_1v2_reg[15:0]*max_3v4_reg[31:16];
		outcome9_comb = max_1v2_reg[15:0]*max_3v4_reg[15:0];
	end
	else begin
		outcome1_comb = 0;	
		outcome2_comb = 0;	
		outcome3_comb = 0;
		outcome4_comb = 0;	
		outcome5_comb = 0;	
		outcome6_comb = 0;
		outcome7_comb = 0;	
		outcome8_comb = 0;	
		outcome9_comb = 0;
	end
end
always_ff @(posedge clk or negedge rst_n) begin
	if (!rst_n) begin
		in_valid_3 <= 0;
		outcome1 <= 0;	
		outcome2 <= 0;	
		outcome3 <= 0;
		outcome4 <= 0;	
		outcome5 <= 0;	
		outcome6 <= 0;
		outcome7 <= 0;	
		outcome8 <= 0;	
		outcome9 <= 0;
	end
	else begin
		in_valid_3 <= in_valid_2;
		outcome1 <= outcome1_comb;	
		outcome2 <= outcome2_comb;	
		outcome3 <= outcome3_comb;
		outcome4 <= outcome4_comb;	
		outcome5 <= outcome5_comb;	
		outcome6 <= outcome6_comb;
		outcome7 <= outcome7_comb;	
		outcome8 <= outcome8_comb;	
		outcome9 <= outcome9_comb;
	end
end
assign out_valid_comb = in_valid_3 ? 1 : 0;
always_comb begin
	if (in_valid_3) begin
		shift1 = outcome1 << 64;
		shift2 = outcome2 << 48;
		shift3 = outcome3 << 32;
		shift4 = outcome4 << 48;
		shift5 = outcome5 << 32;
		shift6 = outcome6 << 16;
		shift7 = outcome7 << 32;
		shift8 = outcome8 << 16;
		shift9 = outcome9;
	end
	else begin
		shift1 = 0;		
		shift2 = 0;		
		shift3 = 0;
		shift4 = 0;		
		shift5 = 0;		
		shift6 = 0;
		shift7 = 0;		
		shift8 = 0;		
		shift9 = 0;
	end
end
assign out_comb = in_valid_3 ? (shift1 + shift2 + shift3 + shift4 + shift5 + shift6 + shift7 + shift8 + shift9) : 0;
always_ff @(posedge clk or negedge rst_n) begin
	if (!rst_n) begin
		out_valid <= 0;
		out <= 0;
	end
	else begin
		out_valid <= out_valid_comb;
		out <= out_comb;
	end
end
endmodule
==> ./run.sh <==
#!/bin/bash
# OpenROAD 26Q1-2900-gdf79404cd8, Yosys 0.63+post, stock flow scripts
make -C /OpenROAD-flow-scripts/flow DESIGN_CONFIG=/design/flow/config.mk WORK_HOME=/design/flow/orfs finish
==> ./config.mk <==
export PLATFORM = sky130hd
export DESIGN_NAME = P_MUL
export DESIGN_NICKNAME = P_MUL
export VERILOG_FILES = /design/flow/design.v
export SDC_FILE = /design/flow/constraint.sdc
export NUM_CORES = 4
export LEC_CHECK = 1
export CORE_UTILIZATION = 50
==> ./constraint.sdc <==
current_design P_MUL

set clk_period 32.9
set clk_io_pct 0.2

create_clock -name clk0 -period $clk_period [get_ports {clk}]

set non_clock_inputs [all_inputs -no_clocks]
set_input_delay [expr $clk_period * $clk_io_pct] -clock clk0 $non_clock_inputs
set_output_delay [expr $clk_period * $clk_io_pct] -clock clk0 [all_outputs]
==> flow_summary.yaml <==
# physical design summary
global_routing:
  antenna_found_initial: 17
  grt_pass1_vias: 82152
  overflow: 0
  grt_usage: 0.291
  grt_max_degree: 103
  met1_usage: 0.439
  grt_use_met2: 0.385
  top_usage_layer: "met1"
  grt_first_pass_wirelength_mm: 459
  use_met3: 0.166
cts:
  cts.htree.levels: 3
  cts_root_buf: "clkbuf_16"
  postCtsSetupBuffers: 0
  clk_latency_ns: 0.75
  cts_buffer_depth: 3
  clk_pin_slew_worst_paths_ns: 0.06
  cts_sinks: 676
  hold_buffers: 0
  cts_resized: 0
  cts_buffers: 85
  cts_tree: "built"
floorplanning:
  dieWidth_um: 467
  core_util_floorplan: 0.504
  coreArea_um2: 215000
  pin_count: 292
  dieArea_um2: 218000
  die_h_um: 467
  row_count: 170
final_timing:
  fmax_mhz: 110
  maxSlewViolCount: 0
  layout_min_cycle_time_ns: 9.06
  hold_viol_final: 0
  relSlewSlack: 0.271
  finalSetupViolations: 0
  finClkSkew_ns: 0.0618
  rsz0062_at_grt: "no"
  tightestPinTransition_ns: 1.07
  fin_crit_sh: 0.275
  fin_setup_tns_ns: 0
setup_path:
  cp_common_cell: "buf_4"
  crit_type: "in -> async"
  r2r-end: "outcome4[31]"
  cpPeakStageDelay_ns: 0.74
  rrSetupSlack_ns: 24.97
  timing.critical_path.cells: "buf_8 > buf_4 > buf_4 > buf_4 > buf_4"
  cp_data_required_time_ns: 33.64
  r2r_cells: 23
  critPathCaptureType: "async pin"
  start_kind: "input port"
  cp_slowest_cell: "buf_4"
  reg2reg_from: "max_3v4_reg[33]"
  worstPathArrival_ns: 9.79
  worstPathMaxFanout: 68
flow_run:
  warnings: 28
  cap_viol_max_count: 0
route:
  vias_per_cell: 5.20
  drt_iter0_markers: 3581
  ant_nets: 0
  drc: 0
  dr.pass1.iters: 5
  vias: 76040
  drt-total-wl_mm: 281
  wl_per_cell_um: 19.2
synthesis:
  ys_async_sr_fraction: 1.00
  ys.flop_type: "dfrtp_1"
  ys_cells: 11756
  syn_inst: 11756
  ys_warn_count: 1
  ys_area_um2: 108000
  edf_count: 0
  ys_seq_share: 0.157
  ys_seq_elements: 676
  synth.avg_cell_area_um2: 9.19
  synth.distinct_cells: 84
  synth_area_um2: 108000
power:
  peakVddDrop_mv: 0.0461
  p_leak_nw: 60.4
  power.density_nw_per_um2: 53.5
  fin_total_pwr_mw: 6.25
finish:
  top_register: "out"
  synthToLayoutAreaGrowth_pct: 7.93
  drive_gt1_frac: 0.0403
  fin_cells: 14618
  largest_register_ffs: 96
hold_path:
  hold_depth: 0
  hold_class: "reg -> reg"
  hp-start: "in_valid_1"
  hold_path_end: "in_valid_2"
placement:
  gp_congestion: 0.948
  dp_cells: 14452
  place_hpwl_mm: 216
  port_buffers: 291
run_status:
  status: "completed"
==> power breakdown <==
| part | leakage [nW] | total, mW | internal, mW | switching [mW] |
|---|---|---|---|---|
| logic | 50.2 | 4.15 | 1.61 | 2.54 |
| registers | 8.83 | 1.10 | 0.997 | 0.107 |
| clock network | 1.44 | 0.987 | 0.568 | 0.419 |
==> metrics by stage <==
step | hold slack (ns) | cell area, um2 | utilization | setup WS [ns]
floorplan | 0.331 | 108000 | - | 25.68
global route | 0.380 | 117000 | 0.544 | 23.22
global placement | 0.339 | 114000 | 0.530 | 22.94
finish | 0.351 | 117000 | 0.544 | 23.84
CTS | 0.354 | 117000 | 0.543 | 23.66
detailed placement | 0.339 | 114000 | 0.530 | 22.88
==> critical path: cells and delay by family <==
family                 cells  cell delay [ns]
buffers and inverters      5             2.99
==> layout make-up <==
type	count	area, um2
sequential	676	17000
antenna	8	20.0
inverter	2338	8780
multi-input combinational	8129	80100
timing repair buffer	471	4290
clock buffer	103	2320
clock inverter	55	648
fill	18626	98000
tap	2838	3550
==> cells by family (layout without fill, tap and decap cells) <==
| family | after synthesis | in the layout | synth area share |
|---|---|---|---|
| other | 0 | 8 | 0 |
| multiplexers | 98 | 98 | 0.0102 |
| buffers and inverters | 2951 | 2967 | 0.103 |
| adder cells (fa/ha/maj) | 3035 | 3035 | 0.482 |
| flip-flops | 676 | 676 | 0.157 |
| XOR/XNOR | 286 | 286 | 0.0232 |
| AND/OR/NAND/NOR | 3813 | 3813 | 0.173 |
| AND-OR/OR-AND | 897 | 897 | 0.0532 |
==> cell usage after synthesis (all sizes together) (34+ instances only) <==
library cell	instances	area (um2)
dfrtp	676	16900
xor2	123	1080
clkbuf	601	2260
a21o	170	1280
nand2	1630	6120
nand2b	53	332
nor2b	59	369
nand3	67	335
fa	1875	37500
nand4	57	357
xnor2	163	1430
and3	35	219
o21ai	174	875
inv	2338	8780
ha	1160	14500
and2	1365	8540
a21oi	283	1420
nor2	399	1500
nor3	76	380
o21bai	34	255
mux2	96	1080
==> cell usage in the layout, fill, tap and decap left out, types with 170 or more instances in the layout <==
cell type,Yosys,routed
a21oi_1,282,282
dfrtp_1,676,641
fa_1,1875,1875
clkdlybuf4s50_1,0,289
inv_1,2338,2336
ha_1,1160,1160
and2_1,1365,1365
a21o_1,170,170
nor2_1,399,399
nand2_1,1630,1630
buf_4,1,179
==> worst max path at each step <==
stage      from      endpoint  slack (ns)  depth (start not counted)
6_report  rst_n   in_1_reg[0]       23.84                          5
5_1_grt   rst_n   in_2_reg[5]       23.22                          5
4_1_cts   rst_n  in_1_reg[13]       23.66                          5
==> layer usage <==
| layer | vias up | part of all wire |
|---|---|---|
| met2 | 3081 | 0.40 |
| met4 | 14 | 0.026 |
| li1 | 35284 | - |
| met3 | 392 | 0.14 |
| met5 | - | 0.0012 |
| met1 | 37269 | 0.43 |
Power and IR drop assume default switching activity.
