<file path="/design/flow/design.v">
module MIPS(
    clk,
    rst_n,
    in_valid,
    instruction,
    out_valid,
    instruction_fail,
    out_0,
    out_1,
    out_2,
    out_3,
    out_4,
    out_5
);
input clk;
input rst_n;
input in_valid;
input [31:0] instruction;
output logic out_valid, instruction_fail;
output logic [15:0] out_0, out_1, out_2, out_3, out_4, out_5;
parameter ADD_OR_LEFT = 3'b000;
parameter AND = 3'b100;
parameter OR = 3'b101;
parameter NOR = 3'b111;
parameter RIGHT = 3'b010;
parameter add_0 = 5'b10001;
parameter add_1 = 5'b10010;
parameter add_2 = 5'b01000;
parameter add_3 = 5'b10111;
parameter add_4 = 5'b11111;
parameter add_5 = 5'b10000;
logic instruction_fail_comb;
logic [15:0] out_reg[0:5];
logic [15:0] out_comb[0:5];
logic [2:0] rt_index, rd_index;
logic [31:0] instruction_reg;
logic in_valid_reg;
logic illegal, I_TYPE;
logic add_or_shamt;
logic[2:0] funct;
logic [15:0] imme;
logic [4:0] shamt;
logic [15:0] result_add, result_and, result_or, result_nor, result_shift_left, result_shift_right,result_000;
logic [15:0] addend;
logic[15:0] rs_value, rt_value;
function integer get_index;
    input [4:0] in_value; 
    begin
        case(in_value)
            add_0 : get_index = 3'd0;
            add_1 : get_index = 3'd1;
            add_2 : get_index = 3'd2;
            add_3 : get_index = 3'd3;
            add_4 : get_index = 3'd4;
            add_5 : get_index = 3'd5;
            default:  get_index = 3'd7;
        endcase
    end
endfunction
always_ff @( posedge clk or negedge rst_n ) begin
    if(!rst_n) begin
        rt_index <= 0;
        rd_index <= 0;
    end
    else begin
        rt_index <= get_index(instruction[20:16]);  
        rd_index <= get_index(instruction[15:11]);  
    end
end
always_ff @( posedge clk or negedge rst_n ) begin
    if(!rst_n) begin
        out_valid <= 0;
        instruction_fail <= 0;
        in_valid_reg <= 0;
        illegal <= 0;
        I_TYPE <= 0;
        funct <= 0;
        imme <= 0;
        shamt <= 0;
        add_or_shamt <= 0;
        funct <= 0;
    end
    else begin
        out_valid <= in_valid_reg;
        instruction_fail <= instruction_fail_comb;
        in_valid_reg <= in_valid;
        illegal <= instruction[31] | instruction[30] | instruction[28] | instruction[27] | instruction[26];
        I_TYPE <= instruction[29];
        funct <= instruction[5:0];
        imme <= instruction[15:0];
        shamt <= instruction[10:6];
        add_or_shamt <= instruction[5];
        funct <= instruction[2:0];
    end
end
always_ff @( posedge clk or negedge rst_n ) begin
    if(!rst_n) begin
        out_reg[0] <= 0;
        out_reg[1] <= 0;
        out_reg[2] <= 0;
        out_reg[3] <= 0;
        out_reg[4] <= 0;
        out_reg[5] <= 0;
    end
    else begin
        out_reg[0] <= out_comb[0];
        out_reg[1] <= out_comb[1];
        out_reg[2] <= out_comb[2];
        out_reg[3] <= out_comb[3];
        out_reg[4] <= out_comb[4];
        out_reg[5] <= out_comb[5];
    end
end
always_ff @(posedge clk or negedge rst_n) begin
    if (!rst_n) begin
        rs_value <= 0;
        rt_value <= 0;
    end
    else if (in_valid) begin
        case (instruction[25:21])
            add_0: rs_value <= out_reg[0];
            add_1: rs_value <= out_reg[1];
            add_2: rs_value <= out_reg[2];
            add_3: rs_value <= out_reg[3];
            add_4: rs_value <= out_reg[4];
            add_5: rs_value <= out_reg[5];
            default: rs_value <= 16'b0;
        endcase
        case (instruction[20:16])
            add_0: rt_value <= out_reg[0];
            add_1: rt_value <= out_reg[1];
            add_2: rt_value <= out_reg[2];
            add_3: rt_value <= out_reg[3];
            add_4: rt_value <= out_reg[4];
            add_5: rt_value <= out_reg[5];
            default: rt_value <= 16'b0;
        endcase
    end
end
assign result_and = rs_value& rt_value;
assign result_or  = rs_value| rt_value;
assign result_nor = ~(rs_value| rt_value);
assign result_shift_left = rt_value << shamt;
assign result_shift_right = rt_value >> shamt;
assign addend = (I_TYPE) ? imme : rt_value;
assign result_add = (rs_value+ addend)& 16'hFFFF;;
assign result_000 = add_or_shamt ? result_add : result_shift_left;
always_comb begin
    instruction_fail_comb = instruction_fail;
    out_comb[0] = out_reg[0];
    out_comb[1] = out_reg[1];
    out_comb[2] = out_reg[2];
    out_comb[3] = out_reg[3];
    out_comb[4] = out_reg[4];
    out_comb[5] = out_reg[5];
    if (in_valid_reg) begin
        if (illegal) begin
            instruction_fail_comb = 1;
        end 
        else begin
            instruction_fail_comb = 0;
            if (I_TYPE) begin 
                out_comb[rt_index] = result_add; 
            end 
            else begin 
                case(funct)
                        ADD_OR_LEFT: begin
                            case (rd_index)
                                0: out_comb[0] = result_000;
                                1: out_comb[1] = result_000;
                                2: out_comb[2] = result_000;
                                3: out_comb[3] = result_000;
                                4: out_comb[4] = result_000;
                                5: out_comb[5] = result_000;
                            endcase
                        end
                        AND: begin
                            case (rd_index)
                                0: out_comb[0] = result_and;
                                1: out_comb[1] = result_and;
                                2: out_comb[2] = result_and;
                                3: out_comb[3] = result_and;
                                4: out_comb[4] = result_and;
                                5: out_comb[5] = result_and;
                            endcase
                        end
                        OR: begin
                            case (rd_index)
                                0: out_comb[0] = result_or;
                                1: out_comb[1] = result_or;
                                2: out_comb[2] = result_or;
                                3: out_comb[3] = result_or;
                                4: out_comb[4] = result_or;
                                5: out_comb[5] = result_or;
                            endcase
                        end
                        NOR: begin
                            case (rd_index)
                                0: out_comb[0] = result_nor;
                                1: out_comb[1] = result_nor;
                                2: out_comb[2] = result_nor;
                                3: out_comb[3] = result_nor;
                                4: out_comb[4] = result_nor;
                                5: out_comb[5] = result_nor;
                            endcase
                        end
                        RIGHT: begin
                            case (rd_index)
                                0: out_comb[0] = result_shift_right;
                                1: out_comb[1] = result_shift_right;
                                2: out_comb[2] = result_shift_right;
                                3: out_comb[3] = result_shift_right;
                                4: out_comb[4] = result_shift_right;
                                5: out_comb[5] = result_shift_right;
                            endcase
                        end
                endcase
            end
        end
    end 
    else begin
        instruction_fail_comb = 0;
        out_comb[0] = 0;
        out_comb[1] = 0;
        out_comb[2] = 0;
        out_comb[3] = 0;
        out_comb[4] = 0;
        out_comb[5] = 0;
    end
end
always_comb begin
    out_0 = out_reg[0];
    out_1 = out_reg[1];
    out_2 = out_reg[2];
    out_3 = out_reg[3];
    out_4 = out_reg[4];
    out_5 = out_reg[5];
end
endmodule
</file>
<file path="/design/flow/run.sh">
#!/bin/bash
# OpenROAD 26Q1-2900-gdf79404cd8, Yosys 0.63+post, stock flow scripts
make -C /OpenROAD-flow-scripts/flow DESIGN_CONFIG=/design/flow/config.mk WORK_HOME=/design/flow/orfs finish
</file>
<file path="/design/flow/config.mk">
export PLATFORM = sky130hd
export DESIGN_NAME = MIPS
export DESIGN_NICKNAME = MIPS
export VERILOG_FILES = /design/flow/design.v
export SDC_FILE = /design/flow/constraint.sdc
export NUM_CORES = 4
export LEC_CHECK = 1
export CORE_UTILIZATION = 40
</file>
<file path="/design/flow/constraint.sdc">
current_design MIPS

set clk_period 8.4
set clk_io_pct 0.2

create_clock -name clk0 -period $clk_period [get_ports {clk}]

set non_clock_inputs [all_inputs -no_clocks]
set_input_delay [expr $clk_period * $clk_io_pct] -clock clk0 $non_clock_inputs
set_output_delay [expr $clk_period * $clk_io_pct] -clock clk0 [all_outputs]
</file>
==> results.txt <==
Physical implementation

The run finished with clean final reports. The tightest min-delay check is of the reg -> reg type. The global-route usage over all layers is between 30% and 40%. The number of H-tree levels is 4.

The transition time recorded at the tightest slew-check pin is ~0.87 ns. Before placement the cells fill approximately two fifths of the core. The leakage component of the power is roughly 4.9 nW. After its last routability iteration, the placer logged a weighted congestion of around 1. The post-place instance area is approximately 12000 um^2. Per the detail_route log, the uppermost layer with routed signals is met5. The reg-to-reg endpoint is out_reg[0][10]. The worst path in the final design needs a cycle of roughly 3.8 ns, including I/O delays and setup. The number of input and output port buffers inserted is between 100 and 150. The number of warnings in the stage logs is 25. After detailed routing, the number of remaining DRC violations is 0.

Per the run summary, max-cap violations total 0. Clock-pin slew was measured on the worst setup and hold paths at 0.08 ns. The cell depth of the worst flop-to-flop path is 10. The headroom to the max-slew limit is between 40 and 50%. For reference, the final report shows the hold violation count at 0.

The area of the core region is approximately 25000 um^2. Internal power comes to 1.69 mW. The number of buffers inserted to repair setup after CTS is 0. The iteration count of the initial detailed-routing pass is 5. The first global-routing pass estimated around 57 mm of wire. The source of the worst hold timing path is out_reg[3][9]. The clock tree from TritonCTS is done. The startpoint-to-endpoint class of the critical path is reg -> reg. The sequential element share of the synthesized area is 39.5%. The type of origin of the critical path is a flop. The maximum number of pins on one net before global-route repair is 66.

The later-pin clock latency in the skew report is 0.44 ns. The power per standard cell area is around 210 nW/um^2. The register with the most flip-flops in the layout has ~96 of them. The maximum root-to-sink buffer count is 2. The cell resize tally after clock tree synthesis is 0. The post-route setup TNS is 0 ns. The number of clock sinks is ~160. Compared with the post-synthesis result, the final layout area differs by 21.5%. CTS added clock buffers totalling 17.

The die covers roughly 26000 um^2. The synth_stat.txt file lists the number of cells as between 1000 and 1500. In the post-synthesis netlist, the biggest area contributors are sky130_fd_sc_hd__dfrtp_1 (39%), sky130_fd_sc_hd__mux2_2 (7.7%), sky130_fd_sc_hd__a22oi_1 (5.0%), sky130_fd_sc_hd__mux4_2 (4.2%), sky130_fd_sc_hd__nor2_1 (3.5%). The worst-case hold path end point is out_reg[3][9]. Counting instances, the worst hold path has a depth of 2. The arrival time at the worst endpoint is ~4.1 ns. The die boundary width is 162 um. The clock share of power is about 31%. The synthesis report names the predominant flop master as sky130_fd_sc_hd__dfrtp_1.

The number of DRC markers in iteration 0 is roughly 800. The maximum fanout count along the critical path is 39. The most used standard cell by instance count after synthesis is sky130_fd_sc_hd__dfrtp_1.

The script logs the mean routed wire length per placed instance as about 26 um. The Yosys step of the flow raised 3 warnings. Dividing the detail-routed via count by the number of cells gives between 6 and 7. The number of max-slew violations in the final report is 0. The logic gate share of total power is 27.1%. The final timing summary puts the cycle share of the worst path at 45.6%. The post-synthesis area per instance is around 10 um^2.

In the per-layer summary, the met1 wirelength comes to 16.0 mm. Switching power as a fraction of the total was reported as roughly a third. Once detail routing completed, the nets flagged for antenna violations numbered 0. The count of antenna diodes in the layout is 0.

In this run the clock root is driven by a sky130_fd_sc_hd__clkbuf_16. In the detailed route, the total length drawn on met2 is 16.2 mm. The required time at the worst endpoint is listed as slightly below 9 ns. The number of enable flip-flop cells is 0. Recorded from the global router log, the overflow total was 0. The highest achievable clock rate is between 0.2 and 0.3 GHz. OpenSTA lists the critical path startpoint as I_TYPE. The via count of the first global-routing pass came to between 9000 and 10000. The worst-case IR drop observed on VDD is roughly 130 uV.

The worst hold-check slack is 0.568 ns. The startpoint identified for the worst register-to-register timing path is I_TYPE. In the synthesis report, Yosys lists the chip area as 10200 um^2. The share of the core filled with cells in the final layout is approximately half. The portion of total power attributed to sequential cells is a little over two fifths. The netlist area before placement is around 10000 um^2.

Looking at area per cell type in the netlist, the leader is sky130_fd_sc_hd__dfrtp_1. The number of distinct library cells after synthesis is about 85. The number of cell rows is between 50 and 60. The total chip power is around 2.6 mW. In the placement report, post-DP HPWL is listed as 25.7 mm. Of all flip-flops after synthesis, the portion carrying an async set or reset was 100%. Setup repair after global routing left no endpoint under its margin. Counting every instance in the synthesized netlist gives between 1000 and 1500. The post-detailed-routing wire length is ~37 mm. The last timing report of the flow puts the setup violation total at 0. The detailed-route via count is between 9000 and 10000. Across all register-to-register paths, the minimum setup slack is between 4 and 5 ns. The top-level I/O count is around 130. The area share of the largest cell type after synthesis is ~40%. The floorplan step set the die height to around 160 um. For this design, the CTS-stage hold fixing added 0 buffers. The detailed route wirelength on metal3 is approximately 3.9 mm.

Cells with a size suffix above 1 make up ~18% of the layout. The number of antenna violations at the first check in global routing came to 1. The element type at the critical path end is a flop. The worst clock skew on the final layout is between 0.01 and 0.015 ns.

The net load switching power is a little under 0.9 mW. The finished layout cell area is around 12000 um^2. Ranked by instance count, the synthesized netlist is headed by sky130_fd_sc_hd__dfrtp_1 (159), sky130_fd_sc_hd__nor2_1 (95), sky130_fd_sc_hd__mux2_2 (70).

The number of synthesized register bits is ~160.
power groups by stage:
stage	clock network, mW	logic (mW)	registers [mW]
finish	0.796	0.692	1.07
global route	0.838	0.753	1.09
CTS	0.806	0.691	1.07
through the flow:
| step | cells | setup WS (ns) |
|---|---|---|
| final | 1449 | 4.57 |
| after floorplan | 1006 | 4.75 |
| after detailed placement | 1417 | 4.70 |
| after global routing | 1449 | 4.48 |
| after CTS | 1449 | 4.67 |
| after global placement | 1417 | 4.73 |
layout by cell type, fill, tap and decap left out, drive strengths merged, types with 20 or more instances in the layout:
master	netlist	routed
mux2	77	77
mux4	20	20
clkdlybuf4s50	0	130
o21ai	58	58
a221oi	21	21
a31oi	23	23
buf	39	37
dfrtp	159	159
a21oi	40	40
nand2	52	52
nor2	95	95
a22oi	68	68
layout make-up:
class | count | area, um^2
Fill cell | 2362 | 12700
Multi-Input combinational cell | 748 | 5730
Sequential cell | 161 | 4030
Timing Repair Buffer | 167 | 1580
Clock buffer | 18 | 439
Tap cell | 330 | 413
Clock inverter | 14 | 156
Inverter | 11 | 41.3
critical path, stage by stage, from the launching register on:
cell and delay (ns):
sky130_fd_sc_hd__dfrtp_1 0.32, sky130_fd_sc_hd__buf_4 0.41, sky130_fd_sc_hd__mux2_2 0.39, sky130_fd_sc_hd__ha_1 0.21, sky130_fd_sc_hd__fa_1 0.46, sky130_fd_sc_hd__a211oi_1 0.41, sky130_fd_sc_hd__o21ai_0 0.20, sky130_fd_sc_hd__a211oi_1 0.27
sky130_fd_sc_hd__xnor2_1 0.10, sky130_fd_sc_hd__o221ai_1 0.67, sky130_fd_sc_hd__o21ai_0 0.21
kinds of logic after synthesis:
family                   Yosys count  synth area share (%)
buffers and inverters             97                  4.93
multiplexers                     115                  15.0
AND-OR/OR-AND                    338                  23.7
AND/OR/NAND/NOR                  255                  12.4
adder cells (fa/ha/maj)           30                  3.41
flip-flops                       161                  39.5
XOR/XNOR                          10                 0.933
layer usage:
| layer | GRT usage (%) | vias to the layer above |
|---|---|---|
| met4 | 8.62 | 2 |
| met2 | 42.9 | 472 |
| met5 | 0 | - |
| met1 | 45.7 | 4500 |
| li1 | - | 4128 |
| met3 | 9.82 | 74 |
worst max path at each step:
stage               endpoint  slack, ns  depth (start not counted)
CTS           out_reg[1][12]       4.67                         10
global route  out_reg[1][12]       4.48                         10
finish        out_reg[0][10]       4.57                         10
No activity file was given, so power comes from the tool's default toggle rates.
