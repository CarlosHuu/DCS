$ cat flow/design.v
module PIPE(
  clk,
  rst_n,
  in_valid,
  in_1,
  in_2,
  in_3,
  in_4,
  mode,
  out_valid,
  out_value
);
input  logic clk,rst_n,in_valid;
input  logic [5:0]in_1,in_2,in_3,in_4;
input  logic [1:0] mode;
output logic out_valid;
output logic [26:0]out_value;
logic in_valid_1, in_valid_2, in_valid_3, in_valid_4, in_valid_5;
logic [1:0] mode_reg, mode_comb,mode_regg, mode_reg1;
logic [5:0] in_1_reg, in_2_reg, in_1_comb, in_2_comb;
logic [5:0] in_3_reg, in_4_reg, in_3_comb, in_4_comb;
logic [23:0]outcome_comb, outcome_reg, outcome_reg_1;
logic [23:0]result0, result1, result2;
logic [23:0]result0_reg, result1_reg, result2_reg;
logic [23:0]muti1, muti2, add11;
logic [23:0]muti1_reg, muti2_reg, add11_reg;
logic out_valid_comb;
assign in_1_comb = in_valid ? in_1 : 0;
assign in_2_comb = in_valid ? in_2 : 0;
assign in_3_comb = in_valid ? in_3 : 0;
assign in_4_comb = in_valid ? in_4 : 0;
assign mode_comb = in_valid ? mode : 0;
always_ff @(posedge clk or negedge rst_n) begin
	if (!rst_n) begin
		in_valid_1 <= 0;
		in_1_reg <= 0;
		in_2_reg <= 0;
		in_3_reg <= 0;
		in_4_reg <= 0;
    mode_reg <= 0;
	end
	else begin
		in_valid_1 <= in_valid;
		in_1_reg <= in_1_comb;
		in_2_reg <= in_2_comb;
		in_3_reg <= in_3_comb;
		in_4_reg <= in_4_comb;
    mode_reg <= mode_comb;
	end
end
always_comb begin
  muti1 = in_1_reg * in_2_reg;
  muti2 = in_3_reg * in_4_reg;
  add11 = in_3_reg + in_4_reg;
end
always_ff @(posedge clk or negedge rst_n) begin
	if (!rst_n) begin
		in_valid_2 <= 0;
    muti1_reg <= 0;
    muti2_reg <= 0;
    add11_reg <= 0;
    mode_reg1 <= 0;
	end
	else begin
		in_valid_2 <= in_valid_1;
    muti1_reg <= muti1;
    muti2_reg <= muti2;
    add11_reg <= add11;
		mode_reg1 <= mode_reg;
	end
end
always_comb begin 
  result0 = muti1_reg;
  result1 = add11_reg;
  result2 = muti1_reg * muti2_reg;
end
always_ff @(posedge clk or negedge rst_n) begin
	if (!rst_n) begin
		in_valid_3 <= 0;
		result0_reg <= 0;
    result1_reg <= 0;
    result2_reg <= 0;
    mode_regg <= 0;
	end
	else begin
		in_valid_3 <= in_valid_2;
		result0_reg <= result0;
    result1_reg <= result1;
    result2_reg <= result2;
    mode_regg <= mode_reg1;
	end
end
always_comb begin
  case(mode_regg)
    0 : outcome_comb = result0_reg;
    1 : outcome_comb = result1_reg;
    2 : outcome_comb = result2_reg;
    default : outcome_comb = 0 ;
  endcase
end
always_ff @(posedge clk or negedge rst_n) begin
	if (!rst_n) begin
		in_valid_4 <= 0;
		outcome_reg_1 <= 0;
	end
	else begin
		in_valid_4 <= in_valid_3;
		outcome_reg_1 <= outcome_comb;
	end
end
assign out_valid_comb = in_valid_4 ? 1 : 0;
always_ff @(posedge clk or negedge rst_n) begin
	if (!rst_n) begin
		out_valid <= 0;
		out_value <= 0;
	end
	else begin
		out_valid <= out_valid_comb;
		out_value <= outcome_reg_1;
	end
end
endmodule
$ cat flow/run.sh
#!/bin/bash
# OpenROAD 26Q1-2900-gdf79404cd8, Yosys 0.63+post, stock flow scripts
make -C /OpenROAD-flow-scripts/flow DESIGN_CONFIG=/design/flow/config.mk WORK_HOME=/design/flow/orfs finish
$ cat flow/config.mk
export PLATFORM = sky130hd
export DESIGN_NAME = PIPE
export DESIGN_NICKNAME = PIPE
export VERILOG_FILES = /design/flow/design.v
export SDC_FILE = /design/flow/constraint.sdc
export NUM_CORES = 4
export LEC_CHECK = 1
export CORE_UTILIZATION = 50
$ cat flow/constraint.sdc
current_design PIPE

set clk_period 11.0
set clk_io_pct 0.2

create_clock -name clk0 -period $clk_period [get_ports {clk}]

set non_clock_inputs [all_inputs -no_clocks]
set_input_delay [expr $clk_period * $clk_io_pct] -clock clk0 $non_clock_inputs
set_output_delay [expr $clk_period * $clk_io_pct] -clock clk0 [all_outputs]
==> metrics.cfg <==
[clock_tree]
cts_tree=built
clk_pin_slew_ns=0.08
post_cts.resized_instances=0
post_cts_buffers=0
clk_path_buf_depth=2
clock_latency_ns=0.42
cts_buffers=17
cts.sinks=157
h-tree-depth=4
cts_hold_buf=0
cts-root-buf=clkbuf_16

[timing]
slew_viol_final=0
rsz0062_at_grt=no
skew_ns=0.0149
finalSetupViolations=0
slew_headroom_pct=56.1
setup_tns_ns=0
setup_ws_ns=5.78
finalClockPeriodUsage_pct=47.5
holdWs_ns=0.338
max_freq_mhz=191
finalHoldViolCount=0
post-route-min-period_ns=5.22
tightest_slew_ns=0.657

[pwr]
pwr-share-comb_pct=19.2
sw_frac_of_total_pct=31.5
design_power_total_mw=1.58
peakVddDrop_v=0.0000817
p_leak_nw=6.68
pwr-share-clk_pct=37.3
switchingPower_uw=497
pwr-share-seq_pct=43.6
p_int_mw=1.08
powerDensity_mw_per_mm2=124

[logic_synthesis]
yosys_area_mm2=0.0114
ys_warn_count=1
edf_count=0
netlist_instances=1068
ys_seq_share_pct=34.4
top_area_cell=dfrtp_1
synth-async-reset-ratio_pct=100
ys_ff=157
synth.cell_area_mm2=0.0114
synth.distinct_cells=46
ys_cells=1068
flop_cell=dfrtp_1
netlist.area_leader.share_pct=34.4
synth_area_per_cell_um2=10.7
synthTopCellsByArea=dfrtp_1 34%, fa_1 24%, ha_1 12%, and2_1 7.1%, inv_1 5.8%

[setup_path]
ff2ff_path_depth=16
crit_type=register to register
startpoint_type=register
end_kind=register
path_max_fanout=13
max_stage_delay_ns=0.61
cp.arrival_ns=5.56
cp.required_ns=11.34
critPathBufInv=3
reg2reg_slack_ns=5.78
critPathSlowestCell=dfrtp_1
r2r-start=muti1_reg[5]
path_common_cell=fa_1
reg2reg_to=result2_reg[17]
cp_top_family=adder cells
crit_chain=nand2_1 > fa_1 > fa_1 > fa_1 > inv_1 > fa_1 > inv_1 > fa_1 > inv_1 > ha_1 > nand3_1 > nor3_2 > o221ai_1 > nor2b_4 > o221ai_2 > xor2_1

[grt]
grt_max_degree=69
overflow=0
grt_use_total_pct=20.0
grt_pass1_wl_um=35500
antenna_found_initial=0
grt_pass1_vias=7284

[drt]
vias=6997
wl_per_cell_um=14.3
viasPerCell=4.99
first_iter_violations=269
drt_first_pass_iters=4
n_antenna_cell=0
drc=0
wirelength_um=20000
postRouteAntennaNets=0

[job]
cap_violations=0
warnings=25

[floorplanning]
fp_util_pct=51.6
core_region_area_mm2=0.0221
io_pins=57
rows=54
die_area_mm2=0.0234
die_y_um=153
floorplan.die.width_um=153

[placed_design]
io_buffers=53
place_ws_ns=5.79
dp_hpwl_um=15800
gp_congestion=0.881

[worst_hold_path]
min_to=out_value[23]
hp-start=outcome_reg_1[23]
worstHoldPathType=register to register
holdPathStages=0

[final_layout]
area_delta_synth_final_pct=12.0
drive_gt1_share_pct=4.19
num-fill-cells=1907

[outcome]
status=completed

## cells by family (layout without fill, tap and decap cells)
kind of cell | count (synthesis) | after routing | synth area share [%]
and+or+nand+nor | 323 | 323 | 14.1
adders and majority gates | 243 | 243 | 35.5
buffers and inverters | 213 | 264 | 7.16
DFF | 157 | 157 | 34.4
AOI/OAI and AO/OA | 82 | 82 | 4.84
xor gates and xnor gates | 37 | 37 | 2.84
muxes | 12 | 12 | 1.05
other | 1 | 3 | 0.0329
## Yosys cell counts, types with 2 or more instances
| cell | number |
|---|---|
| clkbuf_1 | 29 |
| nand4_1 | 3 |
| o21bai_1 | 4 |
| a31oi_1 | 3 |
| o21ai_0 | 21 |
| buf_2 | 5 |
| a21oi_1 | 19 |
| a21oi_2 | 2 |
| dfrtp_1 | 157 |
| o41ai_1 | 4 |
| nor3_1 | 4 |
| and2_1 | 130 |
| xnor2_1 | 27 |
| a211oi_2 | 2 |
| buf_4 | 3 |
| a21o_1 | 10 |
| xor2_1 | 10 |
| nor2_1 | 20 |
| nand3_1 | 6 |
| fa_1 | 135 |
| nand2_1 | 146 |
| o21ai_1 | 3 |
| o21a_1 | 3 |
| and3_1 | 3 |
| ha_1 | 108 |
| nor2b_1 | 5 |
| mux2i_1 | 12 |
| inv_1 | 176 |
## metrics by stage
step	utilization (%)	cell area, um2	cells
after CTS	57.8	12800	1401
after detailed placement	55.0	12200	1369
after global routing	57.8	12800	1401
after global placement	55.0	12200	1369
after floorplan	-	11400	1070
final	57.8	12800	1401
## how the worst max path moves through the flow
stage                 from               to  cells past startpoint
global route  muti1_reg[3]  result2_reg[17]                     16
finish        muti1_reg[5]  result2_reg[17]                     16
CTS           muti1_reg[5]  result2_reg[17]                     16
## worst reg2reg max path, cell delays in order (launching register included)
cell and delay (ns):
dfrtp_1 0.61, nand2_1 0.15, fa_1 0.58, fa_1 0.43, fa_1 0.49, inv_1 0.06, fa_1 0.53, inv_1 0.05
fa_1 0.53, inv_1 0.04, ha_1 0.41, nand3_1 0.12, nor3_2 0.28, o221ai_1 0.28, nor2b_4 0.21, o221ai_2 0.18
xor2_1 0.20
## power groups by stage
stage	Combinational (mW)	Clock (mW)	Sequential [mW]
after CTS	0.310	0.609	0.689
final	0.303	0.589	0.688
after global routing	0.354	0.633	0.698
## placed cells by master (no fill, tap or decap), types with 5 or more instances in the layout
master           instances
nand3_1                  6
fa_1                   135
nor2b_1                  5
and2_1                 130
xor2_1                  10
xnor2_1                 27
mux2i_1                 12
nand2_1                146
nor2_1                  20
o21ai_0                 21
a21o_1                  10
dfrtp_1                157
clkinv_8                 5
clkbuf_16               17
a21oi_1                 19
ha_1                   108
clkdlybuf4s50_1         52
inv_1                  176
## final cells by class
type | count | area [um2] | area share [%]
tap | 280 | 350 | 2.74
timing repair buffer | 56 | 554 | 4.34
sequential | 157 | 3930 | 30.8
clock inverter | 15 | 186 | 1.46
multi-input combinational | 700 | 6670 | 52.2
inverter | 176 | 661 | 5.17
clock buffer | 17 | 425 | 3.33
## layer usage
metal / vias to the layer above / part of all wire [%] / track usage (%)
met3: 9 / 3.9 / 3.47
met5: - / 0 / 0
li1: 3361 / - / -
met1: 3507 / 47 / 33.3
met2: 120 / 48 / 30.9
met4: 0 / 0.89 / 1.64
Power is estimated from default activity; no workload was simulated.
