$ cat run.sh
#!/bin/bash
# OpenROAD 26Q1-2900-gdf79404cd8, Yosys 0.63+post, stock flow scripts
make -C /OpenROAD-flow-scripts/flow DESIGN_CONFIG=/design/flow/config.mk WORK_HOME=/design/flow/orfs finish
$ cat config.mk
export PLATFORM = sky130hd
export DESIGN_NAME = ME
export DESIGN_NICKNAME = ME
export VERILOG_FILES = /design/flow/design.v
export SDC_FILE = /design/flow/constraint.sdc
export NUM_CORES = 4
export LEC_CHECK = 1
export CORE_UTILIZATION = 50
$ cat constraint.sdc
current_design ME

set clk_period 11.0
set clk_io_pct 0.2

create_clock -name clk0 -period $clk_period [get_ports {clk}]

set non_clock_inputs [all_inputs -no_clocks]
set_input_delay [expr $clk_period * $clk_io_pct] -clock clk0 $non_clock_inputs
set_output_delay [expr $clk_period * $clk_io_pct] -clock clk0 [all_outputs]
$ cat design.v
module ME(
	clk,
	rst_n,
    block_valid,
	area_valid,
    in_data,
    out_valid,
    out_vector
);
input clk, rst_n, block_valid, area_valid;
input [7:0] in_data;
output logic out_valid;
output logic signed [2:0] out_vector;
logic [7:0]counter_area,counter_block;
logic [7:0] CB[0:15];
logic [7:0] SA;
logic [7:0] diff_value[0:15];
logic [7:0] diff_reg[0:15];
logic [11:0] sum[0:26];
logic [11:0] sum_reg[0:26];
logic [11:0] SAD_value;
logic [11:0] check_value;
logic [11:0] min_value;
logic [7:0] min_index;
logic [2:0] out1, out2;
logic compare_valid, compare_valid_next;
parameter S_Idle = 2'd0 ;
parameter S_GetValue = 2'd1 ;
parameter S_out1 = 2'd2 ;
parameter S_out2 = 2'd3 ;
logic[2:0] cur_state, next_state;
logic [7:0]  sum_0;     
logic [8:0]  sum_1;     
logic [9:0]  sum_2;     
logic [9:0] sum_3;     
logic [9:0] sum_4;     
logic [9:0] sum_5;     
logic [9:0] sum_6;     
logic [9:0] sum_7;     
logic [10:0] sum_8;     
logic [10:0] sum_9;     
logic [10:0] sum_10;    
logic [10:0] sum_11;    
logic [10:0] sum_12;    
logic [10:0] sum_13;    
logic [10:0] sum_14;    
logic [10:0] sum_15;    
logic [11:0] sum_16;    
logic [11:0] sum_17;    
logic [11:0] sum_18;    
logic [11:0] sum_19;    
logic [11:0] sum_20;    
logic [11:0] sum_21;    
logic [11:0] sum_22;    
logic [11:0] sum_23;    
logic [11:0] sum_24;    
logic [11:0] sum_25;    
logic [11:0] sum_26;    
logic [7:0]  sum_reg_0;     
logic [8:0]  sum_reg_1;     
logic [9:0]  sum_reg_2;     
logic [9:0]  sum_reg_3;     
logic [9:0]  sum_reg_4;     
logic [9:0]  sum_reg_5;     
logic [9:0]  sum_reg_6;     
logic [9:0]  sum_reg_7;     
logic [10:0] sum_reg_8;     
logic [10:0] sum_reg_9;     
logic [10:0] sum_reg_10;    
logic [10:0] sum_reg_11;    
logic [10:0] sum_reg_12;    
logic [10:0] sum_reg_13;    
logic [10:0] sum_reg_14;    
logic [10:0] sum_reg_15;    
logic [11:0] sum_reg_16;    
logic [11:0] sum_reg_17;    
logic [11:0] sum_reg_18;    
logic [11:0] sum_reg_19;    
logic [11:0] sum_reg_20;    
logic [11:0] sum_reg_21;    
logic [11:0] sum_reg_22;    
logic [11:0] sum_reg_23;    
logic [11:0] sum_reg_24;    
logic [11:0] sum_reg_25;    
logic [11:0] sum_reg_26;    
always_ff @(negedge rst_n or posedge clk) begin
    if(!rst_n) begin
        counter_area <= 0;
    end
    else begin
        if(block_valid)begin
        CB[0] <= CB[1];
        CB[1] <= CB[2];
        CB[2] <= CB[3];
        CB[3] <= CB[4];
        CB[4] <= CB[5];
        CB[5] <= CB[6];
        CB[6] <= CB[7];
        CB[7] <= CB[8];
        CB[8] <= CB[9];
        CB[9] <= CB[10];
        CB[10] <= CB[11];
        CB[11] <= CB[12];
        CB[12] <= CB[13];
        CB[13] <= CB[14];
        CB[14] <= CB[15];
        CB[15] <= in_data;
        end
        if(area_valid)begin
        SA <= in_data;
        counter_area <= counter_area + 1;
        end
        else
            counter_area <= 0; 
    end
end
always_comb begin
     if ((counter_area >= 28 && counter_area <= 32) || 
        (counter_area >= 36 && counter_area <= 40) || 
        (counter_area >= 44 && counter_area <= 48) || 
        (counter_area >= 52 && counter_area <= 56) || 
        (counter_area >= 60 && counter_area <= 64))
        compare_valid = 1;
    else
        compare_valid = 0;
end
always_ff @(negedge rst_n or posedge clk) begin
    if (!rst_n) begin
        sum_reg_0 <= 0;
        sum_reg_1 <= 0;
        sum_reg_2 <= 0;
        sum_reg_3 <= 0;
        sum_reg_4 <= 0;
        sum_reg_5 <= 0;
        sum_reg_6 <= 0;
        sum_reg_7 <= 0;
        sum_reg_8 <= 0;
        sum_reg_9 <= 0;
        sum_reg_10 <= 0;
        sum_reg_11 <= 0;
        sum_reg_12 <= 0;
        sum_reg_13 <= 0;
        sum_reg_14 <= 0;
        sum_reg_15 <= 0;
        sum_reg_16 <= 0;
        sum_reg_17 <= 0;
        sum_reg_18 <= 0;
        sum_reg_19 <= 0;
        sum_reg_20 <= 0;
        sum_reg_21 <= 0;
        sum_reg_22 <= 0;
        sum_reg_23 <= 0;
        sum_reg_24 <= 0;
        sum_reg_25 <= 0;
        sum_reg_26 <= 0;
    end else begin
        sum_reg_0 <= sum_0;
        sum_reg_1 <= sum_1;
        sum_reg_2 <= sum_2;
        sum_reg_3 <= sum_3;
        sum_reg_4 <= sum_4;
        sum_reg_5 <= sum_5;
        sum_reg_6 <= sum_6;
        sum_reg_7 <= sum_7;
        sum_reg_8 <= sum_8;
        sum_reg_9 <= sum_9;
        sum_reg_10 <= sum_10;
        sum_reg_11 <= sum_11;
        sum_reg_12 <= sum_12;
        sum_reg_13 <= sum_13;
        sum_reg_14 <= sum_14;
        sum_reg_15 <= sum_15;
        sum_reg_16 <= sum_16;
        sum_reg_17 <= sum_17;
        sum_reg_18 <= sum_18;
        sum_reg_19 <= sum_19;
        sum_reg_20 <= sum_20;
        sum_reg_21 <= sum_21;
        sum_reg_22 <= sum_22;
        sum_reg_23 <= sum_23;
        sum_reg_24 <= sum_24;
        sum_reg_25 <= sum_25;
        sum_reg_26 <= sum_26;
    end
end
always_comb begin
    sum_0 = (SA > CB[0]) ? (SA - CB[0]) : (CB[0] - SA);
    sum_1 = sum_reg_0 + ((SA > CB[1]) ? (SA - CB[1]) : (CB[1] - SA));
    sum_2 = sum_reg_1 + ((SA > CB[2]) ? (SA - CB[2]) : (CB[2] - SA));
    sum_3 = sum_reg_2 + ((SA > CB[3]) ? (SA - CB[3]) : (CB[3] - SA));
    sum_4 = sum_reg_3;
    sum_5 = sum_reg_4;
    sum_6 = sum_reg_5;
    sum_7 = sum_reg_6;
    sum_8 = sum_reg_7 + ((SA > CB[4]) ? (SA - CB[4]) : (CB[4] - SA));
    sum_9 = sum_reg_8 + ((SA > CB[5]) ? (SA - CB[5]) : (CB[5] - SA));
    sum_10 = sum_reg_9 + ((SA > CB[6]) ? (SA - CB[6]) : (CB[6] - SA));
    sum_11 = sum_reg_10 + ((SA > CB[7]) ? (SA - CB[7]) : (CB[7] - SA));
    sum_12 = sum_reg_11;
    sum_13 = sum_reg_12;
    sum_14 = sum_reg_13;
    sum_15 = sum_reg_14;
    sum_16 = sum_reg_15 + ((SA > CB[8]) ? (SA - CB[8]) : (CB[8] - SA));
    sum_17 = sum_reg_16 + ((SA > CB[9]) ? (SA - CB[9]) : (CB[9] - SA));
    sum_18 = sum_reg_17 + ((SA > CB[10]) ? (SA - CB[10]) : (CB[10] - SA));
    sum_19 = sum_reg_18 + ((SA > CB[11]) ? (SA - CB[11]) : (CB[11] - SA));
    sum_20 = sum_reg_19;
    sum_21 = sum_reg_20;
    sum_22 = sum_reg_21;
    sum_23 = sum_reg_22;
    sum_24 = sum_reg_23 + ((SA > CB[12]) ? (SA - CB[12]) : (CB[12] - SA));
    sum_25 = sum_reg_24 + ((SA > CB[13]) ? (SA - CB[13]) : (CB[13] - SA));
    sum_26 = sum_reg_25 + ((SA > CB[14]) ? (SA - CB[14]) : (CB[14] - SA));
    check_value = sum_reg_26 + ((SA > CB[15]) ? (SA - CB[15]) : (CB[15] - SA));
end
always_ff @(negedge rst_n or posedge clk) begin
    if(!rst_n) begin
        cur_state <= S_Idle;
    end
    else begin
        cur_state <= next_state;
    end
end
always_comb begin
    out_valid = 0;
    out_vector = 0;
    next_state = S_Idle;
    case(cur_state)
    S_Idle: begin
        if(block_valid)
            next_state = S_GetValue;
        else
            next_state = cur_state;
    end
    S_GetValue: begin
        if((block_valid || area_valid) == 0) begin
            next_state = S_out1;
        end
        else
            next_state = cur_state;
    end
    S_out1: begin
        out_valid= 1;
        out_vector = out1;
        next_state = S_out2;
    end
    S_out2: begin
        out_valid = 1;
        out_vector = out2;
        next_state = S_Idle;
    end
    endcase
end
always_ff @(negedge rst_n or posedge clk) begin
    if(!rst_n) begin
        min_value <= 12'b111111111111;
        min_index <= 8'b11111111;
    end
    else begin
        if(counter_area > 0 && counter_area <28) begin
            min_value <= 12'b111111111111;
            min_index <= 0;
        end
        else begin
            if (check_value < min_value) begin
                if (compare_valid == 1)begin
                    min_value <= check_value;
                    min_index <= counter_area;
                end
            end
        end
    end
end
always_comb begin
    out1 = 0;
    out2 = 0;
    case(min_index) 
        28, 36, 44, 52, 60: out1 = 110;
        29, 37, 45, 53, 61: out1 = 111;
        30, 38, 46, 54, 62: out1 = 000;
        31, 39, 47, 55, 63: out1 = 001;
        32, 40, 48, 56, 64: out1 = 010;
    endcase
    case(min_index) 
        28, 29, 30, 31, 32: out2 = 010;
        36, 37, 38, 39, 40: out2 = 001;
        44, 45, 46, 47, 48: out2 = 000;
        52, 53, 54, 55, 56: out2 = 111;
        60, 61, 62, 63, 64: out2 = 110;
    endcase
end
endmodule
==> notes.md <==
Implementation summary

After layout, the setup clock skew is reported as 0.0215 ns. The met1 wire length is 32200 um. The number of cells in the yosys synthesis report is 2784.

The share of total power dissipated in the clock network is 0.236. The kind of end point of the critical path is a flop. The count of hold-fix buffers inserted at cts is 0.

The floorplan step set the die height to 247 um. The number of vias in the routed layout is 20000. The mean cell area of the mapped netlist is 10.8 um^2. The netlist uses 97 different library cells.

The worst setup path is launched from a flop. Setup repair after global routing left no endpoint under its margin. The routed length on met3 is 3780 um.

The insertion delay of the later-clocked pin in the worst-skew pair is 0.61 ns. Post-route period utilization is reported as 0.600. The upper clock frequency limit is 151 MHz.

In the routed netlist, the antenna diode instances number 0. The main flop type is sky130_fd_sc_hd__dfrtp_1. The highest signal layer in the routed design is met4. The report shows a maximum critical-path fanout of 32. After detailed routing, the average wire length per cell comes to 18.3 um. According to the Yosys statistics, the synthesized design has a chip area of 30100 um^2. Per the placement report, the placed cell count is 3543. The total CTS buffers is 51.

The setup path with the least slack is of type reg2reg. In this run the power spent charging and discharging nets is 0.00269 W. The number of warnings issued by yosys is 2.

The fraction of layout instances using a drive strength above 1 is 0.0712. The first-pass iteration count of the detailed router is 5. The first global-routing pass estimated 106000 um of wire. Measured on the finished design, the core utilization comes to 0.556.

Per the GRT congestion report, total overflow comes to 0. For reference, the final report shows the hold violation count at 0. The routed wire length on met2 is 28400 um. The accumulated negative setup slack is 0 ns. The pre-CTS setup slack is 4.43 ns. In this run the horizontal extent of the chip is 247 um. The worst path needs 6.60 ns of the cycle, external delays included. Across the run, the number of max-cap violations was 0. The count of cells in the finished layout, fillers not included, comes to 3639.

The largest net degree at the start of global routing is 79. In this run the remaining antenna-violating nets after routing total 0. The clock transition at the registers of the reported paths is 0.06 ns.

The buffer levels on the longest clock path is 3. The cell count after synthesis is 2784. Per Yosys stat, the portion of area used by sequential elements is 0.411. The highest supply drop recorded on VDD is 0.000197 V.

The required time at the worst endpoint is listed as 11.52 ns. The power per standard cell area is 232 nW/um^2. The floorplan utilization is 0.507. The placement row count is 89. The mapped netlist covers 30100 um^2. The post-CTS repair timing setup buffer count is 0. The worst max-slew margin expressed relative to the limit is 0.429. TritonCTS built the clock tree. The number of flops mapped to enable cells by yosys is 136. The total I/O pin count is 16.

After synthesis, the share of flip-flops with an asynchronous set or reset is 0.708. The number of DRC markers after the initial detailed-route iteration is 1070. The number of buffers and inverters on the critical path is 2. The worst-case setup margin in the final layout is 4.40 ns. The overall global routing resource usage is 0.237. Port buffering added 15 buffers. The detailed placer's ending HPWL is 47400 um. At the pin with the least slew margin, the transition time is 0.856 ns. The count of cells resized by post-cts repair is 0.

The internal cell power is 0.00495 W. Per the finish-stage timing summary, setup violations number 0. Of the total power, combinational logic draws 0.419. The area of the placeable core is 59200 um^2. The die outline area is 61100 um^2. The post-placement cell area is 31100 um^2. The via count of the first global-routing pass is 19700. Looking at the clock tree report, the root buffer type is sky130_fd_sc_hd__clkbuf_16. The leakage component of the power is 15.3 nW. The run finished with clean final reports. Per STA, the highest per-stage delay on the worst path measures 0.56 ns. The dominant delay contributor by cell family on the critical path is AND-OR/OR-AND gates. The logs give a warning total of 153. On the critical path, the stage with the largest delay is an instance of sky130_fd_sc_hd__buf_4. For reference, the critical path cell chain is buf_4 > ha_1 > nor2_1 > a21oi_1 > o211ai_1 > a21oi_1 > buf_4 > mux2_2 > ha_1 > a211oi_2 > nor2_1 > or4_1 > a31oi_1 > nor2b_1 > o21a_1 > o41ai_2 > xnor3_1 > ha_1 > nor2b_1 > a2111oi_0 > o211ai_1 > and2_1 > a32o_1. Of the total power, registers draw 0.345. The number of slew-limit violations in the final report is 0.

The remaining design rule violation count is 0. Looking at the clock tree report, the H-tree level count equals 2. The fraction of power spent switching nets is 0.352. The initial antenna violation count is 0.

The most numerous cell type found on the critical path is sky130_fd_sc_hd__ha_1. The total routed wirelength is 66700 um. After detailed routing, the number of vias per cell comes to 5.49.

The area growth from synthesis to layout is 9.52%. According to the CTS report, the clock sink count is 465. The type recorded for the worst min-delay path is reg2reg.

After synthesis the netlist holds a flip-flop and latch count of 465. With fillers left out, the area of the finished cells amounts to 32900 um^2. The signal arrival time at the worst endpoint is 7.12 ns. Routability-driven placement finished with a final weighted congestion of 0.909.
power by group through the flow:
| stage | logic (W) | registers [W] | clock network (W) |
|---|---|---|---|
| global route | 0.00364 | 0.00270 | 0.00192 |
| finish | 0.00320 | 0.00264 | 0.00180 |
| CTS | 0.00325 | 0.00266 | 0.00186 |
cell usage in the layout (no fill, tap or decap), types with 22 or more instances in the layout:
cell type                     n
sky130_fd_sc_hd__nand3_1     28
sky130_fd_sc_hd__nor2_1     140
sky130_fd_sc_hd__a21oi_1    220
sky130_fd_sc_hd__nor2b_1     37
sky130_fd_sc_hd__xor2_1      59
sky130_fd_sc_hd__nand4_1     23
sky130_fd_sc_hd__a21o_1     112
sky130_fd_sc_hd__dfrtp_1    308
sky130_fd_sc_hd__xnor2_1    184
sky130_fd_sc_hd__nand2_1     96
sky130_fd_sc_hd__a211oi_1    25
sky130_fd_sc_hd__mux2i_1     53
sky130_fd_sc_hd__inv_1      268
sky130_fd_sc_hd__o21bai_1    36
sky130_fd_sc_hd__o21ai_1     48
sky130_fd_sc_hd__nand2b_1    24
sky130_fd_sc_hd__ha_1       422
sky130_fd_sc_hd__mux2_1      22
sky130_fd_sc_hd__edfxtp_1   136
sky130_fd_sc_hd__nor3_1      36
sky130_fd_sc_hd__a31oi_1     23
sky130_fd_sc_hd__fa_1        47
sky130_fd_sc_hd__mux2_2      24
sky130_fd_sc_hd__clkbuf_16   54
sky130_fd_sc_hd__buf_4       32
sky130_fd_sc_hd__o21ai_0     80
synthesized netlist by cell type (all sizes together) (16+ instances only):
library cell    n  share of area
a31oi          25         0.0062
ha            422           0.18
xor2           59          0.017
a211oi         28         0.0075
nand4          23         0.0048
a21o          112          0.028
o21bai         36         0.0090
nand3          28         0.0047
dfstp          21          0.018
nand2b         24         0.0050
and2           16         0.0034
a21oi         223          0.037
clkbuf         29         0.0036
fa             47          0.031
xnor2         184          0.054
nand2          98          0.013
nor3           37         0.0063
nor2b          37         0.0077
buf            32         0.0059
o21ai         131          0.022
nor2          140          0.017
edfxtp        136           0.14
mux2i          53          0.018
mux2           47          0.018
inv           270          0.034
o21a           21         0.0053
dfrtp         308           0.26
state kept, by name (all words and copies together) (netlist names), 12 cells and up:
signal / cells
sum_reg_21: 12
sum_reg_16: 12
sum_reg_18: 12
sum_reg_23: 12
sum_reg_26: 12
sum_reg_24: 12
sum_reg_22: 12
sum_reg_17: 12
min_value: 12
sum_reg_25: 12
sum_reg_19: 12
sum_reg_20: 12
CB: 128
stage by stage:
stage | hold slack [ns] | total power [W]
2_1_floorplan | 0.331 | 0.00511
3_3_place_gp | 0.332 | 0.00586
3_5_place_dp | 0.335 | 0.00588
4_1_cts | 0.342 | 0.00777
5_1_grt | 0.346 | 0.00827
6_report | 0.341 | 0.00764
worst paths after layout:
check	startpoint	endpoint	cells after the start	slack (ns)
max in group asynchronous	rst_n	sum_reg_2[0]	3	7.59
hold / removal	sum_reg_21[5]	sum_reg_22[5]	0	0.34
min in group asynchronous	rst_n	sum_reg_22[10]	1	1.57
hold reg to reg	sum_reg_21[5]	sum_reg_22[5]	0	0.34
setup reg to reg	SA[1]	min_index[2]	23	4.40
setup / recovery	SA[1]	min_index[2]	23	4.40
final cells by class:
cell class                 instances  area [um^2]
fill                            4820        26300
multi-input combinational       1987        16400
sequential                       465        12300
clock buffer                      66         1450
inverter                         271         1020
tap                              773          967
timing repair buffer              47          395
clock inverter                    30          335
routing by layer:
metal  vias up  GRT usage
li1       9933          -
met1      9485      0.378
met2       420      0.340
met3       128     0.0539
met4         0     0.0624
met5         -          0
logic make-up after synthesis:
group           synth area share
mux                       0.0354
fa+ha+maj                  0.207
flops                      0.411
simple gates              0.0787
compound gates             0.153
xor+xnor                  0.0715
buf+inv                   0.0433
No activity file was given, so power comes from the tool's default toggle rates.
